==> /design/flow/design.v <==
`timescale 1ns / 1ps
module s_UART(
    input clk,
    input rst,
    input send,
    input [7:0] data,
    output reg txd,
	 output reg ready
    );
localparam s1=2'b0, s2=2'b1, s3=2'b10, s4=2'b11;
reg ce;
wire [2:0]cnt;
reg [1:0] state;
reg send_old;
reg send_new;
reg [7:0] data_w;
licznik_mod_8 lm8_1(clk,rst,ce,cnt);
always @(posedge clk, negedge rst)
	if(!rst) begin
		send_old = 0;
		send_new = 0;
	end else begin
		send_old = send_new;
		send_new = send;
	end
always @(posedge clk, negedge rst)
	if(!rst)
	begin
		txd=0;
		ce=0;
		state = s1;
		ready = 1;
	end else 
			case(state)
			s1:
			begin
				if({send_new,send_old}==2'b10)
				begin
					data_w = data;
					state = s2;
					ready = 0;
				end
				else
				begin
					state = s1;
				end
			end
			s2:
			begin
				txd = 1;
				ce = 1;
				state = s3;
			end
			s3:
			begin
				txd = data_w[cnt];
				if(cnt==3'd7) begin
					state = s4;
					ce = 0; 
				end
			end
			s4:
			begin
				txd = 0;
				state = s1;
				ready = 1;
			end
			endcase
endmodule
module licznik_mod_8(input clk, input rst,input ce, output [2:0]cnt);
reg [2:0] cnt_tmp;
always @(posedge clk, negedge rst)
	if (!rst)
		cnt_tmp <= 0;
	else
		if(ce) begin
			cnt_tmp<=cnt_tmp+1; end
		else
			cnt_tmp <= cnt_tmp;
assign cnt = cnt_tmp;
endmodule
==> /design/flow/run.sh <==
#!/bin/bash
# OpenROAD 26Q1-2900-gdf79404cd8, Yosys 0.63+post, stock flow scripts
make -C /OpenROAD-flow-scripts/flow DESIGN_CONFIG=/design/flow/config.mk WORK_HOME=/design/flow/orfs finish
==> /design/flow/config.mk <==
export PLATFORM = sky130hd
export DESIGN_NAME = s_UART
export DESIGN_NICKNAME = s_UART
export VERILOG_FILES = /design/flow/design.v
export SDC_FILE = /design/flow/constraint.sdc
export NUM_CORES = 4
export LEC_CHECK = 1
export CORE_AREA = 10 10 85 85
export DIE_AREA = 0 0 95 95
==> /design/flow/constraint.sdc <==
current_design s_UART

set clk_period 2.4
set clk_io_pct 0.2

create_clock -name clk0 -period $clk_period [get_ports {clk}]

set non_clock_inputs [all_inputs -no_clocks]
set_input_delay [expr $clk_period * $clk_io_pct] -clock clk0 $non_clock_inputs
set_output_delay [expr $clk_period * $clk_io_pct] -clock clk0 [all_outputs]
==> Slide: Implementation Results <==
Synthesis and Place & Route Summary

Run status
  • Run status: finished clean

Synthesis
  • Top cell area share: 32.3%
  • Post-synth EDFFs: 8
  • Most instantiated cells after synthesis: 10 x dfrtp_1, 8 x edfxtp_1, 4 x mux2_2
  • Top cells by area: dfrtp_1 32%, edfxtp_1 31%, dfstp_2 6.8%
  • Async S/R FF share, synth: 60.0%
  • Mapped Cells: 49
  • Distinct lib cells used: 22
  • Number of cells in Yosys stat: 49
  • Most common cell in the synthesized netlist: dfrtp_1
  • Syn Std Cell Area: 774 um2
  • Synthesized area per cell: 15.8 um2
  • Ys flop type: dfrtp_1
  • Syn. warnings: 2
  • YS chip area: 774 um2
  • Registers, synthesis: 20
  • Synth area leader: dfrtp_1
  • Seq share, synth: 70.1%

Setup path
  • Crit path DAT: 1230 ps
  • CP Capture Type: output port
  • CP Buf/Inv Count: 1
  • CP startpoint kind: register
  • CP top delay family: flip-flops
  • Worst path slowest cell: dfstp_2
  • Critical path's largest stage delay: 530 ps
  • Critical path cell sequence: clkdlybuf4s50_1
  • Crit-path max FO: 2
  • WP data required: 1920 ps
  • CP Class: reg2out

Final timing
  • Final Setup Violations: 0
  • Final Cycle Share: 71.3%
  • Slew HR: 74.9%
  • Final slew viol count: 0
  • F_max: 585 MHz
  • RSZ-0062 raised after global routing: false
  • Max Clock Skew: 3.74 ps
  • Final min period: 1710 ps
  • TNS Setup: 0 ps
  • Final hold violations: 0
  • Worst slew pin tran: 367 ps
  • Hold WS: 390 ps

GRT
  • Met1 Usage GRT: 4.80%
  • Global-route layer with the greatest usage: met1
  • GRT overflow: 0
  • First-pass GRT wire length: 2.30 mm
  • Initial antenna violation count: 0
  • Number of global-route vias before repair: 483
  • GRT Total Usage: 3.19%
  • GRT met2 Usage: 3.72%
  • Largest net degree at the start of global routing: 13
  • GR Util met3: 2.24%

Placed design
  • Gpl congestion: 0.794
  • Hpwl dp: 1.03 mm
  • Placed Area: 992 um2
  • Port Buffers: 12

Clock network
  • Maximum clock insertion buffer count: 2
  • Post-CTS sizing: 0
  • Hold buffer count at CTS: 0
  • Root buf cell: clkbuf_8
  • Clk Latency, worst-skew pair: 250 ps
  • CTS tree: done
  • Reg clk slew, reported paths: 70 ps
  • Clock Sinks: 20
  • H-Tree Depth: 1
  • Post-CTS setup buffer count: 0
  • CTS Buf Count: 3

Floorplanning
  • I/O Pins: 13
  • Fp_density: 14.2%
  • Row Count: 27
  • Core Box Area: 5470 um2
  • Die area: 9030 um2
  • Die Span X: 95 um
  • Die height: 95 um

Route
  • Post-DR vias/cell: 3.16
  • DRT antenna net count: 0
  • Routed via count: 436
  • Routed wire length: 1.30 mm
  • Pre-Repair DR Iteration Count: 2
  • Number of diodes: 0
  • DRC violations left: 0
  • Initial drt markers: 50
  • Avg WL per Cell: 9.39 um

Pwr
  • P per Cell Area: 589 nW/um2
  • IR drop worst, VDD: 0.326 mV
  • Pleak: 0.401 nW

Cells and area
  • Area growth from synthesis to layout: 33.9%
  • Design Area, Final: 1040 um2
  • Share of cells above drive strength 1: 15.2%

Hold path
  • Worst hold path type: reg2reg

Run
  • Tool warning count: 25
  • Max-capacitance violation count: 0
==> metrics by stage <==
step                      total power (W)  setup slack, ps  std cells  utilization [%]
final                            0.000611              690        138             19.0
after global routing             0.000640              637        138             19.0
after CTS                        0.000620              665        138             19.0
after detailed placement         0.000404              660        134             18.1
after global placement           0.000404              681        134             18.1
after floorplan                  0.000381             1090         49                -
==> final timing paths <==
kind	startpoint	slack [ps]	end	depth (start not counted)
min in group asynchronous	rst	600	send_old	2
max	ready	690	ready	1
max in group asynchronous	rst	1570	state[0]	2
min reg2reg	send_new	390	send_old	0
max reg2reg	lm8_1.cnt_tmp[0]	960	ce	5
min	send_new	390	send_old	0
==> flip-flops by register name, indices dropped and copies added, names as in the netlist <==
name / count
data_w: 8
ce: 1
txd: 1
lm8_1.cnt_tmp: 3
ready: 1
state: 4
send_new: 1
send_old: 1
==> cells in the final DEF, fill, tap and decap left out <==
cell type        netlist  routed
o41ai_1                1       1
and3_1                 1       1
nand2b_1               1       1
edfxtp_1               8       8
inv_1                  2       2
mux2_2                 4       4
dfrtp_1               10      10
dfstp_2                2       2
mux4_1                 1       1
a21oi_1                2       2
nor3b_1                1       1
nand2_1                1       1
nor2_1                 2       2
a2111oi_0              1       1
ha_1                   2       2
a21o_1                 3       3
a211oi_1               1       1
or3_1                  1       1
and2_1                 1       1
clkbuf_1               0       1
nor3_1                 1       1
buf_4                  0       1
xor2_1                 1       1
clkdlybuf4s50_1        0      12
nor2b_1                2       2
clkbuf_8               0       3
==> routing by layer <==
| layer | vias up | wire length [um] |
|---|---|---|
| met2 | 15 | 492 |
| li1 | 215 | - |
| met3 | 2 | 152 |
| met4 | 0 | 6 |
| met1 | 204 | 644 |
| met5 | - | 0 |
==> report_power, final <==
group / internal (W) / total, W / switching, W / leakage [nW]
registers: 0.000366 / 0.000369 / 0.00000218 / 0.209
logic: 0.0000183 / 0.0000284 / 0.0000101 / 0.169
clock network: 0.000118 / 0.000214 / 0.0000962 / 0.0228
total: 0.000502 / 0.000611 / 0.000108 / 0.401
==> area by class of cell <==
cell class              instances  area (um2)
fillers                       602        4440
clock buffers                   4        45.0
inverters                       2        7.51
repair buffers                 13         128
multi-input cells              27         224
well taps                      72        90.1
flip-flops and latches         20         543
==> kinds of logic (layout without fill, tap and decap cells) <==
kind of cell | after synthesis | count (layout) | synth area share (%)
compound gates | 8 | 8 | 7.43
xor+xnor | 1 | 1 | 1.13
fa+ha+maj | 2 | 2 | 3.23
buf+inv | 2 | 19 | 0.970
flops | 20 | 20 | 70.1
mux | 5 | 5 | 9.21
simple gates | 11 | 11 | 7.92
Power and IR drop assume default switching activity.
